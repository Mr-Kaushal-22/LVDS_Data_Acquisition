<file path="/design/flow/run.sh">
#!/bin/bash
# OpenROAD 26Q1-2900-gdf79404cd8, Yosys 0.63+post, stock flow scripts
make -C /OpenROAD-flow-scripts/flow DESIGN_CONFIG=/design/flow/config.mk WORK_HOME=/design/flow/orfs finish
</file>
<file path="/design/flow/design.v">
`timescale 1ns / 1ps
module Word_allignment(Pixel_count,Write_EN,Pixel_data,data_12bit,SDR_CLK);
input [11:0] data_12bit;
input SDR_CLK;
output Write_EN;
output [9:0] Pixel_count;
output [11:0] Pixel_data;
reg Write_EN_reg;
reg [11:0] pixel_data_reg;
reg [47:0] compare_data =0;
reg [9:0] Pixel_count_reg=0;
parameter SOL = 48'hFFF_000_000_800;
parameter SOF = 48'hFFF_000_000_9D0;
parameter EOL = 48'hFFF_000_000_AB0;
parameter EOF = 48'hFFF_000_000_B60;
initial Write_EN_reg=0;
initial pixel_data_reg =0;
always @(posedge SDR_CLK)
begin
    compare_data <= (compare_data >>12);
    compare_data[47:36] <= data_12bit;
    case(compare_data)
        SOL:  Write_EN_reg = 1; 
        SOF:  Write_EN_reg = 1; 
        EOL:  Write_EN_reg = 0; 
        EOF:  Write_EN_reg = 0; 
    endcase
    Pixel_count_reg <= (Write_EN_reg) ? (Pixel_count_reg+1) : 0;
    if(Write_EN_reg)
    begin
        pixel_data_reg <= data_12bit;
    end
    else
    begin
        pixel_data_reg <= 12'hxxx;
    end
end
assign Write_EN = Write_EN_reg;
assign Pixel_data = pixel_data_reg;
assign Pixel_count = Pixel_count_reg;
endmodule
</file>
<file path="/design/flow/config.mk">
export PLATFORM = sky130hd
export DESIGN_NAME = Word_allignment
export DESIGN_NICKNAME = Word_allignment
export VERILOG_FILES = /design/flow/design.v
export SDC_FILE = /design/flow/constraint.sdc
export NUM_CORES = 4
export LEC_CHECK = 1
export CORE_UTILIZATION = 30
</file>
<file path="/design/flow/constraint.sdc">
current_design Word_allignment

set clk_period 4.2
set clk_io_pct 0.2

create_clock -name clk0 -period $clk_period [get_ports {SDR_CLK}]

set non_clock_inputs [all_inputs -no_clocks]
set_input_delay [expr $clk_period * $clk_io_pct] -clock clk0 $non_clock_inputs
set_output_delay [expr $clk_period * $clk_io_pct] -clock clk0 [all_outputs]
</file>
==> metrics.txt <==
# HELP chip_impl_metric Implementation results
# TYPE chip_impl_metric gauge
chip_impl_metric{name="drcViolationCount",unit=""} 0
chip_impl_metric{name="buffer_ports.inserted",unit=""} 35
chip_impl_metric{name="final_layout_size_suffix_gt1_share",unit="%"} 16.3
chip_impl_metric{name="fp.coreArea",unit="sq um"} 5270
chip_impl_metric{name="clkLatencyLatePin",unit="ns"} 0.32
chip_impl_metric{name="postSynthCellCount",unit=""} 129
chip_impl_metric{name="arrival",unit="ns"} 2.49
chip_impl_info{name="worst_setup_ep_type",value="register"} 1
chip_impl_metric{name="vdd_drop_max",unit="mV"} 0.317
chip_impl_metric{name="final_cells",unit=""} 236
chip_impl_info{name="cp-start-kind",value="register"} 1
chip_impl_metric{name="fill_cells",unit=""} 489
chip_impl_metric{name="cellPowerDensity",unit="nW/um^2"} 468
chip_impl_metric{name="worst_case_register_to_register_setup_slack",unit="ns"} 1.96
chip_impl_info{name="hold_path.startpoint",value="compare_data[13]"} 1
chip_impl_metric{name="drt_wl_total",unit="mm"} 2.44
chip_impl_metric{name="fp_util",unit="%"} 32.1
chip_impl_metric{name="synth-async-reset-ratio",unit="%"} 0
chip_impl_metric{name="ys_warn_count",unit=""} 1
chip_impl_metric{name="grt_overflow_total",unit=""} 0
chip_impl_metric{name="post_cts.repair.setup_buffers",unit=""} 0
chip_impl_metric{name="dp.final_hpwl",unit="mm"} 1.75
chip_impl_metric{name="synthDistinctLibCells",unit=""} 25
chip_impl_metric{name="timing.final.hold_violations",unit=""} 0
chip_impl_metric{name="place.detailed.instances",unit=""} 221
chip_impl_metric{name="antenna_cells_inserted",unit=""} 0
chip_impl_metric{name="synth_stat.cells",unit=""} 129
chip_impl_metric{name="ys_area",unit="sq um"} 1690
chip_impl_info{name="status",value="completed"} 1
chip_impl_metric{name="route.detailed.wl_per_inst",unit="um"} 10.4
chip_impl_metric{name="path_clk_slew",unit="ns"} 0.06
chip_impl_metric{name="count_of_maximum_capacitance_violations",unit=""} 0
chip_impl_metric{name="final_replace_weighted_congestion",unit=""} 0.820
chip_impl_metric{name="fmaxAchievable",unit="MHz"} 447
chip_impl_metric{name="vertical_extent_of_the_die",unit="um"} 77.1
chip_impl_metric{name="holdWs",unit="ns"} 0.344
chip_impl_metric{name="crit_path_max_fanout",unit=""} 11
chip_impl_metric{name="clock_sinks",unit=""} 59
chip_impl_metric{name="tightestPinTransition",unit="ns"} 0.355
chip_impl_metric{name="grt_pass1_vias",unit=""} 991
chip_impl_metric{name="syn_area_per_cell",unit="sq um"} 13.1
chip_impl_info{name="synth.cells.most_frequent",value="59 x dfxtp_1, 12 x buf_4, 9 x a21oi_2"} 1
chip_impl_metric{name="clock_tree.htree_level_count",unit=""} 3
chip_impl_metric{name="vias_per_cell",unit=""} 4.21
chip_impl_metric{name="warnings",unit=""} 25
chip_impl_metric{name="static-leakage-power",unit="uW"} 0.000779
chip_impl_metric{name="postSynthSeqShare",unit="%"} 69.8
chip_impl_metric{name="first_pass_grt_wire_length",unit="mm"} 4.08
chip_impl_metric{name="design.portCount",unit=""} 36
chip_impl_metric{name="chipWidth",unit="um"} 77.1
chip_impl_metric{name="total_power",unit="uW"} 1030
chip_impl_metric{name="final_max_slew_viol_count",unit=""} 0
chip_impl_metric{name="layout_worst_path_cycle_share",unit="%"} 53.3
chip_impl_info{name="ys_top_cells_by_area",value="dfxtp_1 70%, buf_4 5.3%, a21oi_2 4.7%"} 1
chip_impl_info{name="synth.largest_area_cell",value="dfxtp_1"} 1
chip_impl_metric{name="hold_depth",unit=""} 0
chip_impl_info{name="criticalPathCategory",value="register to register"} 1
chip_impl_metric{name="drtPass1Iterations",unit=""} 4
chip_impl_metric{name="largest_reg_flops",unit=""} 36
chip_impl_info{name="worst_hold_path.endpoint",value="compare_data[1]"} 1
chip_impl_info{name="critical_register_to_register_path_startpoint",value="compare_data[2]"} 1
chip_impl_metric{name="reg2reg_depth",unit=""} 4
chip_impl_metric{name="setup-violations-final",unit=""} 0
chip_impl_metric{name="syn2layout_area_growth",unit="%"} 29.9
chip_impl_metric{name="maximum_number_of_pins_on_one_net_before_global_route_repair",unit=""} 12
chip_impl_info{name="cts_tree",value="yes"} 1
chip_impl_metric{name="enable_flop_cells",unit=""} 0
chip_impl_metric{name="synth_flop_count",unit=""} 59
chip_impl_metric{name="chip_area",unit="sq um"} 5950
chip_impl_metric{name="cts-resized-gates",unit=""} 0
chip_impl_metric{name="fp-row-count",unit=""} 26
chip_impl_info{name="grt_setup_unrepaired",value="false"} 1
chip_impl_metric{name="final.setup.tns",unit="ns"} 0
chip_impl_metric{name="global_route.usage.total",unit="%"} 8.86
chip_impl_info{name="cts.root.buffer_cell",value="clkbuf_8"} 1
chip_impl_metric{name="clock_tree.buffer_depth",unit=""} 2
chip_impl_info{name="synth.most_common_cell",value="dfxtp_1"} 1
chip_impl_metric{name="number_of_antenna_violations_at_the_first_check_in_global_routing",unit=""} 0
chip_impl_metric{name="netlist.area_leader.share",unit="%"} 69.8
chip_impl_metric{name="worst_clock_skew",unit="ns"} 0.00510
chip_impl_metric{name="route.antenna.remaining_nets",unit=""} 0
chip_impl_metric{name="hold_buffers",unit=""} 0
chip_impl_metric{name="layout_min_cycle_time",unit="ns"} 2.24
chip_impl_metric{name="timing.slew.headroom",unit="%"} 76.1
chip_impl_metric{name="numCtsBuffers",unit=""} 9
chip_impl_metric{name="detailedRoute.firstIterationViolations",unit=""} 29
chip_impl_metric{name="syn-cell-area",unit="sq um"} 1690
chip_impl_metric{name="num_vias",unit=""} 993
chip_impl_info{name="dominantRegCellSynth",value="dfxtp_1"} 1
chip_impl_info{name="reg2reg_to",value="Pixel_count_reg[1]"} 1
chip_impl_info{name="timing.hold.worst.class",value="register to register"} 1
chip_impl_metric{name="critPathRequiredTime",unit="ns"} 4.45
[power by group]
group	internal [uW]	switching [uW]
combinational	21.7	3.29
sequential	585	12.0
clock	223	183
[how the worst max path moves through the flow]
stage	end	cells after the start	slack, ns	from
CTS	Pixel_count_reg[1]	4	1.94	compare_data[2]
finish	Pixel_count_reg[1]	4	1.96	compare_data[2]
global route	Pixel_count_reg[1]	4	1.89	compare_data[2]
[worst max-delay path, cell delays in order (launching register included)]
cell      delay [ns]
dfxtp_1         0.29
or4b_1          0.49
or4_1           0.52
or4_4           0.68
a21boi_0        0.19
[cell type report]
type                            instances  area [sq um]  area share (%)
Inverter                                2          7.51           0.341
Multi-Input combinational cell         54           405            18.4
Clock inverter                          3          15.0           0.683
Clock buffer                           12           145            6.60
Tap cell                               70          87.6            3.98
Sequential cell                        59          1180            53.7
Timing Repair Buffer                   36           358            16.3
[cell usage in the layout (no fill, tap or decap)]
cell	instances
nor3_1	1
a21boi_0	1
a21oi_2	9
or4_2	1
xnor2_1	6
nand2_1	3
ha_1	1
nor4_1	6
o211ai_1	1
nand4_1	5
dfxtp_1	59
or4_4	1
clkdlybuf4s50_1	35
clkinv_2	3
nor2_1	4
inv_1	2
clkbuf_1	2
or4b_1	2
xor2_1	2
nand3_1	5
nor4bb_1	2
o41ai_2	1
or4_1	1
buf_4	1
a211o_1	1
and4b_2	1
clkbuf_8	10
[layer usage]
metal	track usage, %	share of wire (%)	up-vias
met2	13.5	42	43
met4	1.89	2.1	0
met3	4.23	8.8	8
li1	-	-	509
met5	0	0	-
met1	11.6	48	433
[per-stage QoR]
stage | area, sq um | worst slack, ns | utilization (%)
2_1_floorplan | 1690 | 2.07 | -
3_3_place_gp | 2040 | 1.99 | 38.7
3_5_place_dp | 2040 | 1.95 | 38.7
4_1_cts | 2200 | 1.94 | 41.7
5_1_grt | 2200 | 1.89 | 41.7
6_report | 2200 | 1.96 | 41.7
[cells by family after synthesis]
family	share of synthesized area (%)
fa+ha+maj	0.739
simple gates	12.0
xor+xnor	4.14
compound gates	6.58
buf+inv	6.73
flops	69.8
Power and IR drop assume default switching activity.
