==> flow/design.v <==
`timescale 1ns / 1ps
module Bit_allignment(data_12bit,SDR_CLK, Test_N, CLK_IN,serial_data);
input serial_data;           
input CLK_IN;
input Test_N;
output [11:0] data_12bit;
output SDR_CLK;
wire bit_alligned_data;    
wire allign_ack;
reg [3:0] count;
reg clk_cnt;
reg [11:0] data_out_reg;
reg [11:0] buf_12bit;
reg [3:0] state;
parameter TP = 12'hA5B;
parameter idle = 4'h0;
parameter bit1 = 4'h1;
parameter bit2 = 4'h2;
parameter bit3 = 4'h3;
parameter bit4 = 4'h4;
parameter bit5 = 4'h5;
parameter bit6 = 4'h6;
parameter bit7 = 4'h7;
parameter bit8 = 4'h8;
parameter bit9 = 4'h9;
parameter bit10 = 4'hA;
parameter bit11 = 4'hB;
parameter verified = 4'hC;
initial state = idle;
always @(posedge CLK_IN)
if(Test_N)
begin
    state <= idle;
end
else
begin
    case(state)
        idle: state <= (serial_data == TP[0]) ? bit1 : idle;
        bit1: state <= (serial_data == TP[1]) ? bit2 : idle;
        bit2: state <= (serial_data == TP[2]) ? bit3 : bit2;  
        bit3: state <= (serial_data == TP[3]) ? bit4 : idle;
        bit4: state <= (serial_data == TP[4]) ? bit5 : idle;
        bit5: state <= (serial_data == TP[5]) ? bit6 : idle;
        bit6: state <= (serial_data == TP[6]) ? bit7 : idle;
        bit7: state <= (serial_data == TP[7]) ? bit8 : idle;
        bit8: state <= (serial_data == TP[8]) ? bit9 : idle;
        bit9: state <= (serial_data == TP[9]) ? bit10 : idle;
        bit10: state <= (serial_data == TP[10]) ? bit11 : idle;
        bit11: state <= (serial_data == TP[11]) ? verified : idle;
        verified: state <= (serial_data) ? verified : verified;
        default: state <= idle;
    endcase 
    if(!allign_ack)
    begin 
        count =0;
        clk_cnt =1;   
    end
    else 
    begin
        data_out_reg[count] <= serial_data;
        if(count == 4'hB)
            begin
            count <= 0;
            clk_cnt <= ~ clk_cnt;
          end  
          if(count == 4'h5)
          begin
            clk_cnt <= ~ clk_cnt;
          end
          count = count + 1;  
    end
end
always @(posedge SDR_CLK)
begin
     buf_12bit <= data_out_reg;
end
assign allign_ack = (state == verified) ? 1 : 0;
assign data_12bit = buf_12bit;
assign SDR_CLK = clk_cnt;
endmodule
==> flow/run.sh <==
#!/bin/bash
# OpenROAD 26Q1-2900-gdf79404cd8, Yosys 0.63+post, stock flow scripts
make -C /OpenROAD-flow-scripts/flow DESIGN_CONFIG=/design/flow/config.mk WORK_HOME=/design/flow/orfs finish
==> flow/config.mk <==
export PLATFORM = sky130hd
export DESIGN_NAME = Bit_allignment
export DESIGN_NICKNAME = Bit_allignment
export VERILOG_FILES = /design/flow/design.v
export SDC_FILE = /design/flow/constraint.sdc
export NUM_CORES = 4
export LEC_CHECK = 1
export CORE_AREA = 10 10 100 100
export DIE_AREA = 0 0 110 110
==> flow/constraint.sdc <==
current_design Bit_allignment

set clk_period 1.9
set clk_io_pct 0.2

create_clock -name clk0 -period $clk_period [get_ports {CLK_IN}]

set non_clock_inputs [all_inputs -no_clocks]
set_input_delay [expr $clk_period * $clk_io_pct] -clock clk0 $non_clock_inputs
set_output_delay [expr $clk_period * $clk_io_pct] -clock clk0 [all_outputs]
==> impl_metrics.csv <==
group,metric,value,unit
status,status,"complete, no violations",
pwr,fin_total_pwr,0.895,mW
route,vias_per_cell,3.91,
clock_tree,cts_made_buffers,3,
sta,period_used_share,0.949,
setup_path,cpPeakStageDelay,0.40,ns
logic_synthesis,synthMuxAreaShare,0.0255,
sta,fin_hold_ws,0.557,ns
pwr,switchingPower,0.208,mW
sta,rsz0062_at_grt,"yes",
grt,first_global_vias,948,
floorplanning,design.die.area,12100,um2
logic_synthesis,flop_cell,"edfxtp_1",
clock_tree,postCtsSetupRepairBufs,0,
route,drt_first_pass_iters,4,
placed_design,place_ws,0.0663,ns
logic_synthesis,synth-edff-count,17,
grt,grt_pass1_wl,4.73,mm
layout,area_growth,26.4,%
pwr,pwr-share-comb,0.104,
route,drtIter0Drc,48,
job,maxCapViolations,0,
sta,finClkSkew,0.00595,ns
pwr,power.density,480,nW/um2
sta,setup_ws,0.0966,ns
placed_design,place_congestion,0.836,
floorplanning,core,7810,um2
logic_synthesis,synth_warnings,1,
setup_path,crit_type,"reg2reg",
route,detail-route-antenna-nets,0,
grt,antenna_found_initial,0,
logic_synthesis,synth_seq_share,0.564,
floorplanning,initCoreUtil,0.189,
logic_synthesis,ys_cells,133,
logic_synthesis,synth.cell_area,1470,um2
logic_synthesis,adder_share,0.0510,
pwr,power_frac_seq,0.567,
logic_synthesis,synthCells,133,
setup_path,cp-start-kind,"flop",
layout,drive_above_1_share,0.155,
floorplanning,io_pins,16,
hold_path,hold_end,"state[3]",
hold_path,min_from,"state[3]",
setup_path,cp_top_family,"simple AND/OR/NAND/NOR gates",
route,wl,2.84,mm
setup_path,worstReg2RegStart,"count[1]",
pwr,sw_frac_of_total,0.233,
clock_tree,ctsHtreeMaxLevel,1,
hold_path,worstHoldPathType,"reg2reg",
setup_path,rr_endpoint,"data_out_reg[4]",
pwr,internal-power,0.687,mW
sta,hold_viol_final,0,
setup_path,arrival,1.82,ns
placed_design,place_area,1810,um2
logic_synthesis,xor_share,0.0119,
clock_tree,clk_pin_slew,0.08,ns
grt,grt_max_degree,14,
placed_design,dp_cells,253,
floorplanning,die_h,110,um
logic_synthesis,synth.cellmix.simpleShare,0.155,
logic_synthesis,async_flop_share,0,
route,vias,1004,
sta,untimed_endpoints,24,
setup_path,r2r_cells,5,
layout,design_area,1860,um2
clock_tree,holdBufCountCts,0,
logic_synthesis,yosys-stat-area,1470,um2
job,warnings,31,
clock_tree,cts_resized,0,
clock_tree,cts-root-buf,"clkbuf_8",
setup_path,regToRegSetupSlack,0.1,ns
setup_path,crit_buf_inv,1,
hold_path,holdPathStages,2,
logic_synthesis,synth.cellmix.compoundShare,0.148,
route,num_antenna_cells,0,
setup_path,crit_slowest_cell,"or3_4",
sta,slew_viol_final,0,
pwr,p_leak,0.636,nW
pwr,clkPwrFrac,0.330,
setup_path,cp_max_fo,8,
logic_synthesis,top_logic_kind,"simple AND/OR/NAND/NOR gates",
clock_tree,clock_latency,0.26,ns
layout,final_util,0.238,
placed_design,port_buffers,15,
logic_synthesis,synth-seq-cells,33,
floorplanning,rows,32,
clock_tree,clk_path_buf_depth,2,
setup_path,worstPathCellList,"buf_4, or3_4, a32oi_4, nor3_2, mux2_4",
sta,fmax,555,MHz
placed_design,hpwl,2.19,mm
logic_synthesis,avgSynthCellArea,11.1,um2
floorplanning,dieWidth,110,um
pwr,peakVddDrop,0.201,mV
setup_path,end_kind,"flop",
grt,overflow,0,
route,wl_per_cell,11.1,um
grt,grtUsageTotal,0.0482,
route,drc,0,
sta,maxSlewHeadroom,0.734,
layout,finalNonFillerCells,257,
logic_synthesis,synth_cell_type_count,36,
clock_tree,cts_tree,"yes",
setup_path,crit_required,1.92,ns
sta,worst_slew_pin_slew,0.394,ns
sta,unclocked_regs,12,
sta,setup_violations,0,
sta,final.setup.tns,0,ns
sta,min_period,1.80,ns
-- routing by layer --
layer / vias up / routed length, um / share of wire / GRT usage
met5: - / 0 / 0 / 0
met4: 0 / 0 / 0 / 0.00186
met3: 0 / 260 / 0.091 / 0.0153
met2: 22 / 1140 / 0.40 / 0.0690
met1: 459 / 1440 / 0.51 / 0.0737
li1: 523 / - / - / -
-- final cells by class --
type	count	area, um2
fill	846	5950
sequential	33	831
multi-input combinational	85	606
timing repair buffer	24	218
tap	102	128
clock buffer	3	41.3
inverter	9	33.8
clock inverter	1	5.00
-- logic make-up after synthesis --
kind of cell / Yosys count
DFF: 33
xor gates and xnor gates: 2
AOI/OAI and AO/OA: 34
and+or+nand+nor: 40
muxes: 3
buffers and inverters: 15
adders and majority gates: 6
-- worst min-delay path: cells and delay by family (launching register included) --
kind	cells	cell delay [ns]
AND/OR/NAND/NOR	1	0.09
AND-OR/OR-AND	1	0.06
flip-flops	1	0.37
-- cell usage after synthesis (2+ instances only) --
cell type  count  area, um2
a21oi_1        6       30.0
nor3_1         3       15.0
o21ai_1        2       10.0
ha_1           6       75.1
nor3b_1        3       22.5
nand3_1        4       20.0
and3_1         3       18.8
nor2_1        11       41.3
o21ai_0       17       85.1
nor4b_1        2       17.5
edfxtp_1      17        510
inv_1          9       33.8
dfxtp_1       16        320
mux2_2         2       22.5
clkbuf_1       4       15.0
or3_1          2       12.5
nor2b_1        2       12.5
nand2b_1       2       12.5
nand2_1        3       11.3
o2bb2ai_1      3       26.3
-- power groups by stage --
stage	combinational [mW]	sequential, mW	clock (mW)
CTS	0.0924	0.507	0.310
global route	0.104	0.508	0.327
finish	0.0928	0.507	0.295
-- worst max path at each step --
stage,from,endpoint,slack [ns],cells after the start
after global routing,count[0],data_out_reg[8],-0.01,6
after CTS,count[1],data_out_reg[4],0.1,5
final,count[1],data_out_reg[4],0.1,5
-- placed cells by master (no fill, tap or decap) --
cell             count
xnor2_1              1
o2bb2ai_1            3
nand3_1              4
nor3_1               3
a211oi_1             1
nor2b_1              2
a31oi_1              1
a32oi_4              1
ha_1                 5
edfxtp_1            17
a41oi_1              1
and3_1               3
nand4_1              1
o21ai_0             17
nand2b_1             2
buf_4                9
o21ai_1              1
nor3b_1              3
or3_4                1
xor2_1               1
mux2_2               2
nor4b_2              2
o21ai_2              1
a21oi_1              6
clkbuf_8             3
o22a_1               1
or3b_2               1
and3b_1              1
a21boi_1             1
mux2_4               1
nand2_1              3
dfxtp_1             16
or3_1                2
nor2_1              11
nor3_2               1
inv_1                9
ha_4                 1
clkdlybuf4s50_1     15
clkinv_2             1
Power and IR drop assume default switching activity.
