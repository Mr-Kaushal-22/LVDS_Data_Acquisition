$ cat ./design.v
`timescale 1ns / 1ps
module Address_architecture(Data_Word,Address,W_EN,Pixel_count,Write_EN,SDR_CLK,Pixel_data);
input SDR_CLK;
input Write_EN;
input [11:0] Pixel_data;
input [9:0] Pixel_count;
output [9:0] Address;
output [15:0] Data_Word;
output W_EN;
parameter max_pixel = 8'h40;
reg [9:0] Base_addr = 0;
reg [9:0] Address_reg = 0;
reg [11:0] Data_reg = 0;
reg W_EN_reg = 0;
always @(posedge SDR_CLK)
begin
    Address_reg <= Base_addr + Pixel_count;
    Data_reg <= Pixel_data;
    W_EN_reg <= Write_EN;
end
always @(negedge Write_EN)
if(Pixel_count != 0)
begin
    Base_addr <= Base_addr + max_pixel;
end
assign Address = Address_reg;
assign Data_Word = {4'b0000,Data_reg};
assign W_EN = W_EN_reg;
endmodule
$ cat ./run.sh
#!/bin/bash
# OpenROAD 26Q1-2900-gdf79404cd8, Yosys 0.63+post, stock flow scripts
make -C /OpenROAD-flow-scripts/flow DESIGN_CONFIG=/design/flow/config.mk WORK_HOME=/design/flow/orfs finish
$ cat ./config.mk
export PLATFORM = sky130hd
export DESIGN_NAME = Address_architecture
export DESIGN_NICKNAME = Address_architecture
export VERILOG_FILES = /design/flow/design.v
export SDC_FILE = /design/flow/constraint.sdc
export NUM_CORES = 4
export LEC_CHECK = 1
export CORE_AREA = 10 10 77 77
export DIE_AREA = 0 0 87 87
$ cat ./constraint.sdc
current_design Address_architecture

set clk_period 1.6
set clk_io_pct 0.2

create_clock -name clk0 -period $clk_period [get_ports {SDR_CLK}]
create_clock -name clk1 -period $clk_period [get_ports {Write_EN}]

set non_clock_inputs [all_inputs -no_clocks]
set_input_delay [expr $clk_period * $clk_io_pct] -clock clk0 $non_clock_inputs
set_output_delay [expr $clk_period * $clk_io_pct] -clock clk0 [all_outputs]
==> summary.txt <==
Post-Synthesis Cells - 51
Crit-path slowest cell - edfxtp_1
# setup viols final - 4
Final Util - 34.2%
Setup TNS Final - -1.63 ns
TritonRoute pass-1 iters - 2
DRC - 0
ANT nets after route - 0
Clock Pin Slew Worst Setup and Hold Paths - 0.08 ns
RePlAce Congestion - 0.736
Crit. End Element - register
Tool Warnings - 29
chip height - 87 um
die area - 0.00757 mm2
initial antenna violation count - 0
DR vias - 586
Slew Viols, Final - 0
Metal-1 WL - 762 um
CP Max Fanout - 2
HP Class - clk2reg
worst setup margin - -0.530 ns
Port Buf Inserts - 45
GRT overflow - 0
Power Density - 1370 mW/mm2
RSZ-0062 raised after global routing - yes
GRT Total Usage - 5.08%
VDD IR max - 0.000367 V
WP data required - 1.74 ns
yosys stat chip area - 778 um2
synthesis-to-layout area growth - 91.2%
DR top layer - met4
Yosys reg bits - 27
layout cells sized above 1 - 26.1%
yosys cell count - 51
first-pass GRT wire length - 2990 um
Max Cap Viol - 0
CP Launch Type - register
Met3 Wirelength - 364 um
skew final - 0.00557 ns
failing checks - negative hold slack, negative setup slack
Vias/cell - 3.51
CP arrival - 2.27 ns
Die W - 87 um
violation count after the first detailed-route iteration - 14
Syn Area/Cell - 15.3 um2
met2 WL - 898 um
Largest register FFs - 12
WS Path Type - reg2reg
Fillers - 419
ANT cells - 0
CTS tree - yes
Fin. Hold Viols - 1
FP Core Util - 17.9%
synthesized area - 778 um2
status - finished with violations
synth warn - 1
Leak Pwr - 0.000636 uW
core area - 0.00435 mm2
Ports - 51
Yosys cell types - 14
vias in the first global route - 677
worst hold margin - -0.0395 ns
Rows - 24
Multi-input gate area - 224 um2
Flop area - 581 um2
Total Routed Length - 2040 um
DP HPWL - 1660 um
Crit path largest cell delay - 0.41 ns
cell breakdown of the critical path - ha_4 > fa_2 > xor2_1
largest net degree at the start of global routing - 13
Synth Seq Share - 74.6%
WL per Instance - 12.2 um
[critical path, delay by kind of cell, from the launching register on]
kind	cells	cell delay [ns]
fa+ha+maj	2	0.52
xor+xnor	1	0.14
flops	1	0.41
[layout by cell type, fill, tap and decap left out, types with 3 or more instances in the layout]
master | Yosys | routed
ha_1 | 4 | 3
conb_1 | 1 | 4
buf_2 | 0 | 5
dfxtp_1 | 23 | 23
edfxtp_1 | 4 | 4
inv_1 | 2 | 5
clkbuf_8 | 0 | 9
xor2_1 | 3 | 3
clkdlybuf4s50_1 | 0 | 35
buf_4 | 4 | 7
[cell families after synthesis]
kind of cell | Yosys count | synth area share, %
xor gates and xnor gates | 5 | 5.63
AOI/OAI and AO/OA | 2 | 2.09
and+or+nand+nor | 5 | 3.38
buffers and inverters | 6 | 4.82
other | 1 | 0.482
adders and majority gates | 5 | 9.00
DFF | 27 | 74.6
[cells in the mapped netlist]
| cell type | number | area share [%] |
|---|---|---|
| a21oi_2 | 1 | 1.1 |
| nand3_1 | 2 | 1.3 |
| dfxtp_1 | 23 | 59 |
| inv_1 | 2 | 0.96 |
| nor2_1 | 1 | 0.48 |
| xor2_1 | 3 | 3.4 |
| fa_1 | 1 | 2.6 |
| edfxtp_1 | 4 | 15 |
| nor4_1 | 2 | 1.6 |
| conb_1 | 1 | 0.48 |
| a21o_1 | 1 | 0.96 |
| ha_1 | 4 | 6.4 |
| buf_4 | 4 | 3.9 |
| xnor2_1 | 2 | 2.3 |
[power breakdown]
group,switching (uW),leakage [uW],internal (uW)
Combinational,126,0.000308,274
Clock,277,0.0000872,510
Sequential,39.9,0.000241,815
[metal layers]
metal  track usage [%]  vias up
li1                  -      286
met5                 0        -
met1              5.48      255
met3              4.25        4
met2              7.13       41
met4              1.91        0
[stage by stage]
| step | power [uW] | instance area [um2] | setup WS [ns] | cells | hold slack (ns) |
|---|---|---|---|---|---|
| global placement | 1300 | 1370 | -0.753 | 154 | 0.0277 |
| finish | 2040 | 1490 | -0.530 | 167 | -0.0395 |
| CTS | 2090 | 1490 | -0.524 | 167 | -0.0432 |
| floorplan | 1020 | 830 | -0.399 | 54 | 0.0277 |
| detailed placement | 1310 | 1370 | -0.781 | 154 | 0.0277 |
| global route | 2190 | 1490 | -0.585 | 167 | -0.0411 |
[area by class of cell]
class                      instances  share of cell area, %
sequential                        27                   39.0
timing repair buffer              52                   31.7
multi-input combinational         21                   15.1
clock buffer                      10                   8.58
tap                               52                   4.37
clock inverter                     4                   1.01
inverter                           1                  0.252
[worst paths after layout]
| kind | slack (ns) | start | end | depth (start not counted) |
|---|---|---|---|---|
| max in group clk1 | 0.04 | Pixel_count[9] | Base_addr[6]$_DFFE_NP_ | 3 |
| worst min register to register | 0.69 | Base_addr[9]$_DFFE_NP_ | Base_addr[9]$_DFFE_NP_ | 2 |
| worst max register to register | -0.53 | Base_addr[6]$_DFFE_NP_ | Address_reg[8]$_DFF_P_ | 3 |
| worst max-delay path | -0.53 | Base_addr[6]$_DFFE_NP_ | Address_reg[8]$_DFF_P_ | 3 |
| worst min-delay path | -0.04 | Write_EN | W_EN_reg$_DFF_P_ | 2 |
| min in group clk1 | 0.69 | Base_addr[9]$_DFFE_NP_ | Base_addr[9]$_DFFE_NP_ | 2 |
[repair_timing]
item / 4_1_cts / 5_1_grt
gates resized: 27 / 5
pin swaps: 6 / 3
setup endpoints to repair: 8 / 8
hold buffers: 0 / 0
setup buffers: 0 / 0
Power is estimated from default activity; no workload was simulated.
